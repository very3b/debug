--- design.v ---
module spi (
   input rst_n,                             
   input SCLK, 
   input SI, 
   input SV_n, 
   output SO,                
   output [7:0] reg00, 
   output [7:0] reg01, 
   output [7:0] reg02, 
   output [7:0] reg03, 
   output [7:0] reg04, 
   output [7:0] reg05, 
   output [7:0] reg06, 
   output [7:0] reg07 
   );
   parameter [4:0] ad_read        = 5'b11111,
                   ad_r_reg00     = 5'b00000,
                   ad_r_reg01     = 5'b00001,
		   ad_r_reg02     = 5'b00010,
		   ad_r_reg03     = 5'b00011,
		   ad_r_reg04     = 5'b00100,
		   ad_r_reg05     = 5'b00101,
		   ad_r_reg06     = 5'b00110,
		   ad_r_reg07     = 5'b00111;
   reg [7:0]    r_reg00;     
   reg [7:0]    r_reg01;     
   reg [7:0]    r_reg02;     
   reg [7:0]    r_reg03;     
   reg [7:0]    r_reg04;     
   reg [7:0]    r_reg05;     
   reg [7:0]    r_reg06;     
   reg [7:0]    r_reg07;     
   reg [4:0]     r_addr ;         
   reg [15:0]    r_sh_in ;        
   reg [15:0]    r_sh_out ;       
   reg           r_out ;          
   reg           r_read ;         
   reg           r_write ;        
   reg [2:0]     cnt;        
   assign SO = r_out ;
   assign reg00= r_reg00;
   assign reg01= r_reg01;
   assign reg02= r_reg02;
   assign reg03= r_reg03;
   assign reg04= r_reg04;
   assign reg05= r_reg05;
   assign reg06= r_reg06;
   assign reg07= r_reg07;
   always @(posedge SV_n or negedge rst_n) begin
      if (!rst_n) begin
         r_addr  <= 0 ;
	 r_read  <= 0 ;
	 r_write <= 0 ;
      end
      else if (SV_n) begin
              if (r_sh_in[15:11] == 5'b11111) begin
                 r_addr  <= r_sh_in[4:0] ;   
		 r_read  <= 1 ;
		 r_write <= 0 ;
              end
              else  begin
                 r_addr  <= r_sh_in[15:11] ;
		 r_write <= 1 ;
		 r_read  <= 0 ;
	      end
	   end
   end  
   always @(posedge SCLK or negedge rst_n) begin
      if (!rst_n) begin
         r_reg00 <=0;
         r_reg01 <=0;
         r_reg02 <=0;
         r_reg03 <=0;
         r_reg04 <=0;
         r_reg05 <=0;
         r_reg06 <=0;
         r_reg07 <=0;
         r_sh_in <= 0;
      end  
      else if (r_write && SV_n) begin
              case (r_addr)
	         ad_r_reg00     : r_reg00     <= r_sh_in[7:0] ;
	         ad_r_reg01     : r_reg01     <= r_sh_in[7:0] ;
	         ad_r_reg02     : r_reg02     <= r_sh_in[7:0] ;
	         ad_r_reg03     : r_reg03     <= r_sh_in[7:0] ;
	         ad_r_reg04     : r_reg04     <= r_sh_in[7:0] ;
	         ad_r_reg05     : r_reg05     <= r_sh_in[7:0] ;
	         ad_r_reg06     : r_reg06     <= r_sh_in[7:0] ;
	         ad_r_reg07     : r_reg07     <= r_sh_in[7:0] ;
	         default        : ;
	      endcase  
           end  
           else if (!SV_n)  
                   r_sh_in <= { r_sh_in[14:0] , SI } ;
    end  
   always @(posedge SCLK or negedge rst_n) begin
      if (!rst_n) begin
         r_sh_out <= 0 ;
         r_out <= 0 ;
      end
      else if (r_read && SV_n) begin
              case (r_addr)
	         ad_r_reg00     : r_sh_out <= { 3'd0 , r_reg00} ;
	         ad_r_reg01     : r_sh_out <= { 3'd0 , r_reg01} ;
	         ad_r_reg02     : r_sh_out <= { 3'd0 , r_reg02} ;
	         ad_r_reg03     : r_sh_out <= { 3'd0 , r_reg03} ;
	         ad_r_reg04     : r_sh_out <= { 3'd0 , r_reg04} ;
	         ad_r_reg05     : r_sh_out <= { 3'd0 , r_reg05} ;
	         ad_r_reg06     : r_sh_out <= { 3'd0 , r_reg06} ;
	         ad_r_reg07     : r_sh_out <= { 3'd0 , r_reg07} ;
	         default        : r_sh_out <= 0 ;
	      endcase  
	   end  
           else if (!SV_n)
                   { r_out , r_sh_out } <= { r_sh_out[15:0] , 1'b0 } ;
    end  
endmodule  
--- run.sh ---
#!/bin/bash
# OpenROAD 26Q1-2900-gdf79404cd8, Yosys 0.63+post, stock flow scripts
make -C /OpenROAD-flow-scripts/flow DESIGN_CONFIG=/design/flow/config.mk WORK_HOME=/design/flow/orfs finish
--- config.mk ---
export PLATFORM = sky130hd
export DESIGN_NAME = spi
export DESIGN_NICKNAME = spi
export VERILOG_FILES = /design/flow/design.v
export SDC_FILE = /design/flow/constraint.sdc
export NUM_CORES = 4
export LEC_CHECK = 1
export CORE_UTILIZATION = 30
--- constraint.sdc ---
current_design spi

set clk_period 4.3
set clk_io_pct 0.2

create_clock -name clk0 -period $clk_period [get_ports {SCLK}]
create_clock -name clk1 -period $clk_period [get_ports {SV_n}]

set non_clock_inputs [all_inputs -no_clocks]
set_input_delay [expr $clk_period * $clk_io_pct] -clock clk0 $non_clock_inputs
set_output_delay [expr $clk_period * $clk_io_pct] -clock clk0 [all_outputs]
==> notes.md <==
Notes on the flow run.

- The final layout contains routed wiring with a total length of about 13 mm.
- The count of pins over their slew limit is 0, for reference.
- The via density per instance is 5.24, for reference.
- The power report puts the leakage power at roughly 3.0 nW.
- The kind of cell with the highest combined delay on the critical path is buffers and inverters, for reference.
- Setup repair after global routing left no endpoint under its margin.
- In the power breakdown, the internal column shows between 4 and 5 mW.
- TritonCTS built the clock tree.
- The count of standard-cell rows is roughly 44, for reference.
- The setup TNS after final layout is 0 ns, for reference.
- The mapped netlist covers 4550 um^2.
- In the synthesized netlist, the cells that appear most often are dfrtp_1 (104), mux2_2 (82), nand2_1 (14).
- The mean area per synthesized cell is between 10 and 15 um^2, for reference.
- The area figure in the yosys stat output is 4550 um^2, for reference.
- The area of the die is between 15,000 and 20,000 um^2, for reference.
- For this run, the total global-route usage over all layers was measured as 0.187.
- The global route stage reports its total congestion overflow as 0.
- Summing over the stages, the warning tally comes to 146.
- The post-route clock skew is around 0.0062 ns, for reference.
- In the log, the iteration count for the first detailed-route pass is 13.
- The cell area after layout is 7100 um^2, for reference.
- The clock transition at the registers of the reported paths is about 0.070 ns, for reference.
- The register bit count reported by yosys is approximately 100, for reference.
- The flow ran to the end, and the final reports show no timing, DRC or antenna violations.
- On the worst path, the slowest cell contributes a delay of between 0.3 and 0.4 ns.
- The top-level port count is 69, for reference.
- Among all cell types in the netlist, the one instantiated most often is dfrtp_1.
- The average wire per cell in the routed design is 20.7 um, for reference.
- The worst path buffer plus inverter count is 10, for reference.
- The post-placement worst setup slack is about 1.3 ns, for reference.
- The share of total power dissipated in sequential elements is 0.320.
- The sequential fraction of the synthesis area is 0.571, for reference.
- The DRC marker count from the first detailed-route iteration is 181, for reference.
- The number of buffers added to fix hold violations after cts is 0, for reference.
- The vertical die dimension reported for this design is 125 um.
- The count of input and output buffers is around 67, for reference.
- The number of antenna-violating nets in the routed design is 0, for reference.
- 0 antenna diodes ended up in the layout.
- The power report attributes to the combinational group a share of 0.186.
- Per the detail_route report, the via count comes to ~3,300.
- The async set or reset register ratio after synthesis is 1.00, for reference.
- The worst-case vdd ir drop is roughly 0.00038 V, for reference.
- The setup path with the least slack is of type clk2reg.
- The critical path data required time is roughly 4.5 ns, for reference.
- STA classifies the critical path startpoint as a clock port.
- The number of cells reported by Yosys stat comes to 318.
- Post-synth the commonest register cell is dfrtp_1.
- The number of warning messages in the yosys log is 1, for reference.
- The synthesized netlist handed to floorplanning was reported with a cell count of ~320.
- The placeable core area is roughly 15,000 um^2, for reference.
- The first global-routing pass estimated ~21 mm of wire.
- The registers reported with the highest flop counts are r_sh_in (16), r_sh_out (16).
- The worst-case headroom to the max-slew limit is 0.660, for reference.
- The flop-to-flop setup slack is approximately 1.8 ns, for reference.
- Listed in order, past its start point the critical path passes clkbuf_16 -> clkbuf_16 -> clkbuf_16 -> clkbuf_16 -> clkbuf_16 -> clkbuf_16 -> and4_1 -> clkbuf_16 -> clkbuf_16 -> nand2_2 -> clkbuf_16 -> clkbuf_16 -> mux2_2.
- The routed layout reports a DRC error count of 0.
- The power after layout is between 6 and 7 mW, for reference.
- In this run the layout overhead on the synthesized area is reported as 55.9%.
- The net switching power figure is ~1.9 mW, for reference.
- The pin count of the biggest net entering global routing is around 40, for reference.
- Setup slack on the critical path of the routed design comes to 0.351 ns.
- The number of failing setup endpoints in the final timing report is 0, for reference.
- The number of antenna violations at the first check in global routing is 0, for reference.
- The starting density of the core is 0.310, for reference.
- The tally of unique sky130hd cells used after synthesis is 39, for reference.
- The share of Yosys cell area claimed by the top area cell type is 0.571, for reference.
- After its last routability iteration, the placer logged a weighted congestion of between 0.8 and 0.9.
- Max-cap violations in this run came to 0.
- The min-delay analysis places its worst path in the category in2async.
- The cell area after placement is roughly 5400 um^2, for reference.
- The cell type contributing the most total cell area after synthesis is dfrtp_1, for reference.
- The worst setup path is captured at a register.
- The script computed the net switching share of total power as 0.301.
- The total power density per cell area is 870 nW/um^2, for reference.
- The final-report hold violation count is 0, for reference.
- The critical-path maximum fanout is 5, for reference.
- The number of gates resized after CTS was 0.
- The arrival time at the worst endpoint is ~4.2 ns, for reference.
- The via count of the first global-routing pass is roughly 4,700.
- By area the synthesized netlist is led by dfrtp_1 (57%), mux2_2 (20%), mux4_2 (4.9%).
- Buffers added to address setup during post-CTS repair amount to 0.
- Of the total power, the clock network draws 0.494.
- The critical path's most frequent cell is clkbuf_16, for reference.
- The post-synth count of flops with an enable pin is 0.
- The share of layout cells above drive strength 1 is 0.409, for reference.
- The width of the die is ~130 um, for reference.
- The actual transition at the worst max-transition pin is slightly above 0.5 ns, for reference.
- Among all stages on the critical path, the largest delay is contributed by mux2_2.
- Detailed placement finished with a half-perimeter wire length of approximately 7.0 mm.
-- final timing paths --
path,startpoint,to,depth (start not counted)
max,SV_n,r_reg05[3],13
min reg2reg,r_sh_out[13],r_sh_out[13],2
max in group asynchronous,rst_n,r_sh_in[15],2
max in group clk1,r_sh_in[11],r_addr[3],4
min in group clk1,r_sh_in[15],r_addr[4],1
max reg2reg,r_addr[0],r_reg01[3],6
min in group clk0,r_sh_out[13],r_sh_out[13],2
min,rst_n,r_out,1
-- metrics by stage --
stage | util | instances | hold slack [ns]
6_report | 0.483 | 634 | 0.446
5_1_grt | 0.483 | 634 | 0.473
4_1_cts | 0.483 | 634 | 0.461
3_5_place_dp | 0.364 | 551 | 0.107
3_3_place_gp | 0.364 | 551 | 0.107
2_1_floorplan | - | 318 | 0.422
-- cells by family after synthesis --
kind of cell           after synthesis  synth area share
and+or+nand+nor                     41            0.0588
DFF                                104             0.571
buffers and inverters               34            0.0396
muxes                              101             0.279
AOI/OAI and AO/OA                   38            0.0511
-- layout make-up --
| class | instances | area [um^2] |
|---|---|---|
| repair buffers | 71 | 698 |
| clock inverters | 14 | 108 |
| clock buffers | 69 | 1640 |
| inverters | 12 | 50.0 |
| well taps | 184 | 230 |
| fillers | 1123 | 7600 |
| flip-flops and latches | 104 | 2600 |
| multi-input cells | 180 | 1770 |
-- power groups by stage --
stage	registers, mW	logic (mW)	clock network, mW
4_1_cts	1.99	1.16	3.14
5_1_grt	2.06	1.23	3.26
6_report	1.98	1.15	3.05
-- routing by layer --
| metal | track usage | routed length (um) |
|---|---|---|
| met1 | 0.197 | 5070 |
| met2 | 0.185 | 5410 |
| met3 | 0.172 | 1640 |
| met4 | 0.233 | 1010 |
| met5 | 0.0155 | 0 |
-- cell usage in the layout, fill, tap and decap left out, types with 2 or more instances in the layout --
master	count
o21ai_0	13
o21a_1	5
bufinv_8	2
mux4_1	2
clkbuf_1	4
buf_4	5
mux4_2	10
nand2_1	14
mux2_2	82
clkinv_4	2
clkinvlp_4	3
clkdlybuf4s50_1	66
inv_1	11
nor2b_1	12
clkbuf_16	65
nor2_4	2
dfrtp_1	104
clkinv_2	3
nand2_2	3
o21ai_1	4
a21oi_1	8
clkinvlp_2	2
mux2i_1	7
Power is estimated from default activity; no workload was simulated.
